==> ./design.v <==
module spi_controller #(
    parameter DATA_BITS = 8  
)(
    input wire clk,        
    input wire reset,       
    input wire tied_SS,     
    input wire [DATA_BITS-1:0] palavra0,
    input wire [DATA_BITS-1:0] palavra1,
    input wire [DATA_BITS-1:0] palavra2,
    input wire [DATA_BITS-1:0] palavra3,
    output reg done,       
    output wire SCK,       
    output wire SS,       
    output wire MOSI,       
    input  wire MISO,      
    output reg [DATA_BITS-1:0] received_word0,
    output reg [DATA_BITS-1:0] received_word1,
    output reg [DATA_BITS-1:0] received_word2,
    output reg [DATA_BITS-1:0] received_word3
);
    localparam DATA_WORDS = 4;
    reg spi_en;                          
    reg [DATA_BITS-1:0] data_in;          
    wire ready_out;                       
    wire valid_out;                       
    wire [DATA_BITS-1:0] data_out;        
    reg [$clog2(DATA_WORDS)-1:0] word_index;
    reg [DATA_BITS-1:0] received_words [0:DATA_WORDS-1];
    reg [5:0] data_words_reg = 6'd4;
    reg [DATA_BITS-1:0] palavras_envio [0:DATA_WORDS-1];
    always @(*) begin
        palavras_envio[0] = palavra0;
        palavras_envio[1] = palavra1;
        palavras_envio[2] = palavra2;
        palavras_envio[3] = palavra3;
    end
    spi_master #(
        .DATA_BITS(DATA_BITS),
        .CPOL(0),    
        .CPHA(1),    
        .BRDV(2),    
        .LSBF(0)     
    ) master_inst (
        .clk(clk),
        .n_rst(~reset),         
        .spi_en(spi_en),        
        .tied_SS(tied_SS),      
        .MISO(MISO),            
        .data_in(data_in),      
        .data_words(data_words_reg), 
        .SCK(SCK),             
        .SS(SS),                
        .MOSI(MOSI),            
        .ready_out(ready_out),  
        .valid_out(valid_out),  
        .data_out(data_out)     
    );
    typedef enum logic [1:0] {
        IDLE,       
        SEND,       
        WAIT_VALID, 
        DONE       
    } state_t;
    state_t state, next_state;
    always @(posedge clk or posedge reset) begin
        if (reset) begin
            state <= IDLE;
            word_index <= 0;
            spi_en <= 0;
            data_in <= 0;
            done <= 0;
            received_word0 <= 0;
            received_word1 <= 0;
            received_word2 <= 0;
            received_word3 <= 0;
        end else begin
            state <= next_state;  
            if (state == IDLE) begin
                word_index <= 0;
                spi_en <= 1;
                data_in <= palavras_envio[0];
                done <= 0;
            end else if (state == WAIT_VALID) begin
                if (valid_out) begin
                    received_words[word_index] <= data_out;
                    if (word_index < DATA_WORDS - 1) begin
                        word_index <= word_index + 1;
                        data_in <= palavras_envio[word_index + 1];
                        spi_en <= 1;
                    end else begin
                        spi_en <= 0;
                    end
                end
            end else if (state == DONE) begin
                done <= 1;
                spi_en <= 0;
            end
            received_word0 <= received_words[0];
            received_word1 <= received_words[1];
            received_word2 <= received_words[2];
            received_word3 <= received_words[3];
        end
    end
    always @(*) begin
        next_state = state;
        case (state)
            IDLE: 
                if (spi_en) next_state = SEND;
            SEND: 
                if (ready_out) next_state = WAIT_VALID;
            WAIT_VALID: 
                if (valid_out) begin
                    if (word_index == DATA_WORDS - 1)
                        next_state = DONE;
                    else
                        next_state = SEND;
                end
            DONE: ;  
        endcase
    end
endmodule
module spi_master #(parameter DATA_BITS=8, CPOL=0, CPHA=1, BRDV=2, LSBF=0)(
    input clk, n_rst, spi_en, tied_SS, MISO,
    input [DATA_BITS-1:0] data_in,
    input [5:0] data_words,  
    output SCK, SS, MOSI, ready_out, valid_out,
    output [DATA_BITS-1:0] data_out
);
localparam reg [1:0]
idle = 2'b00,
data = 2'b01,
trail = 2'b10;
reg [1:0] state, next_state;
reg [$clog2(BRDV)-1:0] clk_cnt, next_clk;
reg [$clog2(DATA_BITS)-1:0] bit_cnt, next_bit;
reg [4:0] word_cnt, next_word;
reg SCK_reg, next_SCK;
reg SS_reg, next_SS;
reg [DATA_BITS-1:0] spi_data_reg, next_spi_data;
reg MISO_reg, next_MISO;
reg ready_reg, next_ready;
reg valid_reg, next_valid;
always_ff @(posedge clk, negedge n_rst) begin
    if (~n_rst) begin
        state <= idle;
        clk_cnt <= 0;
        bit_cnt <= 0;
        word_cnt <= 0;
        SCK_reg <= CPOL;
        SS_reg <= 1'b1;
        spi_data_reg <= '0;
        ready_reg <= 1'b0;
        valid_reg <= 1'b0;
        MISO_reg <= 1'b0;
    end
    else begin
        state <= next_state;
        clk_cnt <= next_clk;
        bit_cnt <= next_bit;
        word_cnt <= next_word;
        SCK_reg <= next_SCK;
        spi_data_reg <= next_spi_data;
        SS_reg <= next_SS;
        ready_reg <= next_ready;
        valid_reg <= next_valid;
        MISO_reg <= next_MISO;
    end
end
always_comb begin    
    next_state = state;
    next_clk = clk_cnt;
    next_bit = bit_cnt;
    next_word = word_cnt;
    case (state)
    idle: begin
        if (word_cnt > 0) begin
            if (clk_cnt == (BRDV/2)-1) begin
                next_clk = 0;
                next_bit = 0;
                next_state = data;
            end            
            else
            next_clk = clk_cnt + 1;
        end
        else if (spi_en) begin
            next_clk = 0;
            next_bit = 0;
            next_word = 0;
            next_state = data;
        end
    end
    data: begin
        if (clk_cnt == BRDV-1) begin
            next_clk = 0;
            if (bit_cnt == DATA_BITS-1) begin
                next_state = trail;
                if (word_cnt == data_words-1)
                next_word = 0;
                else
                next_word = word_cnt + 1;
            end            
            else
            next_bit = bit_cnt + 1;
        end
        else
        next_clk = clk_cnt + 1;
    end
    trail: begin
        if (clk_cnt == (BRDV/2)-1) begin
            next_clk = 0;
            next_state = idle;
        end
        else
        next_clk = clk_cnt + 1;
    end
    endcase
end
always_comb begin
    next_SCK = SCK_reg;
    case (state)
    idle: next_SCK = CPOL;
    data: begin
        if (clk_cnt == (BRDV/2)-1 || clk_cnt == BRDV-1)
        next_SCK = ~SCK_reg;
    end
    trail: next_SCK = SCK_reg;
    endcase
end
always_comb begin
    next_SS = SS_reg;
    next_spi_data = spi_data_reg;
    next_ready = ready_reg;
    next_valid = valid_reg;
    next_MISO = MISO_reg;
    case (state)
    idle: begin
        next_valid = 1'b0;
        if (word_cnt > 0) begin
            if (clk_cnt == (BRDV/2)-1) begin
                next_SS = 1'b0;
                next_spi_data = data_in;
            end   
        end
        else begin
            next_ready = 1'b1;            
            if (spi_en) begin
                next_ready = 1'b1;
                next_SS = 1'b0;
                next_spi_data = data_in;
            end
        end
    end
    data: begin
        if (clk_cnt == (BRDV/2)-1) begin
            if (CPHA == 0)
            next_MISO = MISO;
            else if (bit_cnt > 0) begin
                if (LSBF == 0)
                next_spi_data = {spi_data_reg[DATA_BITS-2:0], MISO_reg};
                else
                next_spi_data = {MISO_reg, spi_data_reg[DATA_BITS-1:1]};
            end
        end
        if (clk_cnt == BRDV-1) begin
            if (CPHA == 0) begin                
                if (LSBF == 0)
                next_spi_data = {spi_data_reg[DATA_BITS-2:0], MISO_reg};
                else
                next_spi_data = {MISO_reg, spi_data_reg[DATA_BITS-1:1]};
            end
            else
            next_MISO = MISO;
        end
    end
    trail: begin
        if (clk_cnt == (BRDV/2)-1) begin
            if (tied_SS == 1'b1 && word_cnt > 0)
            next_SS = SS_reg;
            else
            next_SS = 1'b1;
            if (CPHA == 1) begin                
                if (LSBF == 0)
                next_spi_data = {spi_data_reg[DATA_BITS-2:0], MISO_reg};
                else
                next_spi_data = {MISO_reg, spi_data_reg[DATA_BITS-1:1]};
            end
            next_valid = 1'b1;
        end
    end
    endcase
end
assign SCK = SCK_reg;
assign data_out = spi_data_reg;
assign SS = SS_reg;
assign MOSI = LSBF == 0 ? spi_data_reg[DATA_BITS-1] : spi_data_reg[0];
assign ready_out = ready_reg;
assign valid_out = valid_reg;
endmodule
==> ./run.sh <==
#!/bin/bash
# OpenROAD 26Q1-2900-gdf79404cd8, Yosys 0.63+post, stock flow scripts
make -C /OpenROAD-flow-scripts/flow DESIGN_CONFIG=/design/flow/config.mk WORK_HOME=/design/flow/orfs finish
==> ./config.mk <==
export PLATFORM = sky130hd
export DESIGN_NAME = spi_controller
export DESIGN_NICKNAME = spi_controller
export VERILOG_FILES = /design/flow/design.v
export SDC_FILE = /design/flow/constraint.sdc
export NUM_CORES = 4
export LEC_CHECK = 1
export CORE_UTILIZATION = 50
==> ./constraint.sdc <==
current_design spi_controller

set clk_period 4.6
set clk_io_pct 0.2

create_clock -name clk0 -period $clk_period [get_ports {clk}]

set non_clock_inputs [all_inputs -no_clocks]
set_input_delay [expr $clk_period * $clk_io_pct] -clock clk0 $non_clock_inputs
set_output_delay [expr $clk_period * $clk_io_pct] -clock clk0 [all_outputs]
==> run summary <==
Implementation results are summarized by area below.

Run status
The flow ran to the end, and the final reports show no timing, DRC or antenna violations.

Die
The core area is 7410 µm². The chip footprint is 8180 µm². In this run the count of I/O pins placed on the die edge is 72. The starting density of the core is 52.8%.

The chip width is 90.4 µm. The count of standard-cell rows is 31. The vertical die dimension is 90.4 µm.

STA
The final hold violation count recorded for this run is 0. The final layout reports a setup TNS of 0 ns. Pins over their slew limit in the final report were tallied at 0. The slew check shows that the tightest pin keeps a relative margin of 44.6%.

The worst clock skew on the final layout is 0.0165 ns. The post-layout minimum cycle time is 2.50 ns. Derived from the worst setup path, the maximum achievable clock frequency is 0.399 GHz. The worst path uses 54.4% of the clock period. The transition at the pin with the smallest max-transition slack is 0.827 ns. The final worst setup slack is 2.10 ns. Setup repair after global routing left no endpoint under its margin.

The total of endpoints with negative setup slack in the final report is 0.

Clocking
The quantity of hold-fixing buffers added after cts is 0. The clock H-tree reported by CTS has 3 levels. The count of instances resized after the clock tree is built is 0.

Post-CTS timing repair inserted 0 buffers for setup. Counting along the longest clock path gives a buffer depth of 2. The CTS report gives the tree buffer count as 9.

For the worst-skew pair, the clock arrives at the later sink with an insertion delay of 0.36 ns. The clock tree root driver cell is sky130_fd_sc_hd__clkbuf_8. TritonCTS reports the number of clock sinks as 105.

The CTS tree is built. The CTS clock-pin slew for the worst setup and hold paths is 0.11 ns.

Synthesis
The fraction of synthesized cell area in xor and xnor cells is 0.448%. Averaged over all synthesized cells, the footprint is 13.9 µm². The area reported by Yosys stat is 3910 µm². Counting flops and latches in the post-synthesis netlist gives 105. The number of instances in the synthesized netlist is 282. The total cells reported by yosys after synthesis is 282.

The fraction of the mapped netlist area in simple logic gates is 7.58%. The adder-cell share of the synthesized area is 2.88%. Per the synthesis report, the AND-OR/OR-AND share of the synthesized area is 8.64%.

The share of synthesized area spent on multiplexers is 6.46%. For this run, the register share of the synthesized area comes to 71.4%. Warnings reported by Yosys during synthesis add up to 4. The post-synthesis cell type count is 35. The combinational family with the most area after synthesis is AND-OR/OR-AND gates. The post-synthesis instance area is 3910 µm².

Global route
The via count of the first global-routing pass is 2375. The pin count of the biggest net entering global routing is 44. The number of antenna violations at the first check in global routing came to 0.

The overflow left after global routing is 0. The first-pass GRT wire length is 12.3 mm. The overall fraction of global-route tracks in use is 20.4%.

Placed design
After detailed placement, the design holds a cell count of 440. The routability congestion estimate is 0.786. The number of buffers added on ports is 71. The post-DP HPWL is 4.84 mm. The post-placement worst setup slack is 1.93 ns.

Critical path
The worst setup path is launched from a register. The maximum single-stage delay on the critical path is 0.58 ns. The worst setup path is captured at a register.

The script reports the combined buffer and inverter count of the critical path as 1. The critical path is of the register to register type. The timing report gives the worst reg2reg path a setup slack of 2.10 ns. The endpoint required time on the critical path is 4.84 ns.

Listed in order, past its start point the critical path passes inv_1 > ha_1 > or4b_1 > mux2i_1 > o211ai_1 > mux2_2. The maximum fanout along the worst path is 8. The arrival time of the worst setup path is 2.75 ns. The slowest stage of the critical path is the sky130_fd_sc_hd__or4b_1 cell. The largest delay contributor family on the critical path is multiplexers.

Finish
The filler cells instantiated in the layout total 531. The register with the most flip-flops is received_words. Once layout is complete, the cells apart from fillers number 456.

The most common logic cells in the final layout are 71 x sky130_fd_sc_hd__clkdlybuf4s50_1, 70 x sky130_fd_sc_hd__dfrtp_1, 32 x sky130_fd_sc_hd__edfxtp_1. From synthesis to final layout, the design area changed by 25.9%. The layout summary lists the proportion of cells stronger than drive strength 1 as 11.5%. The top cell type in the final layout, fill and taps aside, is sky130_fd_sc_hd__clkdlybuf4s50_1.

Per the layout area report, the combinational gate area comes to 1020 µm². Across the whole layout, storage elements account for 2790 µm². The post-route utilization of the core is recorded as 66.5%. The register with the most flip-flops in the layout has 32 of them.

Power
The internal portion of the total power is 1.25 mW. Of the total power, combinational logic draws 2.9%. The switching component of the power is 345 µW. The fraction of power spent switching nets is 21.6%. The sequential group share of total power is 59.9%. Per the summary, power density relative to cell area is 324 nW/µm². The power report puts the leakage power at 2.16 nW. The worst IR drop on VDD is 0.000178 V.

The clock network burns 37.1% of the power.

Route
The first routing iteration left 129 violations. The iteration count recorded for the first detailed-route pass is 6. Nets still carrying antenna violations after routing amount to 0.

The via total after detailed routing is 2342. The DRC violation total left in the routed layout is recorded as 0. The number of antenna cells inserted is 0.

For this sky-water flow run, the detailed-routed wirelength per cell is reported as 15.7 µm. The routed design has 7.14 mm of wire. In the routed layout, each cell is associated on average with a via count of 5.14.

Run
In this run the tools logged warnings totalling 31. In this run the maximum-capacitance check reported violations numbering 0.

Min path
The worst hold path belongs to the class register to register.
-- metal layers --
layer / up-vias / share of wire, % / track usage [%]
met5: - / 0 / 0
met4: 0 / 0.70 / 1.75
met3: 5 / 3.1 / 3.42
met2: 52 / 45 / 28.4
met1: 1147 / 51 / 39.2
li1: 1138 / - / -
-- through the flow --
stage / power (mW) / hold WS, ns / instance area [µm²]
after global routing: 1.67 / 0.366 / 4920
after detailed placement: 1.02 / 0.334 / 4700
after floorplan: 0.988 / 0.331 / 3910
after CTS: 1.62 / 0.352 / 4920
after global placement: 1.02 / 0.336 / 4700
final: 1.60 / 0.350 / 4920
-- cell families after synthesis --
family          after synthesis
flops                       105
simple gates                 60
compound gates               56
buf+inv                      27
mux                          23
fa+ha+maj                     9
xor+xnor                      2
-- cells in the mapped netlist --
master	count	area, µm²
sky130_fd_sc_hd__nor3_1	3	15.0
sky130_fd_sc_hd__inv_1	14	52.6
sky130_fd_sc_hd__a222oi_1	2	20.0
sky130_fd_sc_hd__a21oi_1	11	55.1
sky130_fd_sc_hd__or4b_1	1	10.0
sky130_fd_sc_hd__ha_1	9	113
sky130_fd_sc_hd__nor4_1	1	6.26
sky130_fd_sc_hd__mux2_2	18	203
sky130_fd_sc_hd__dfstp_2	3	78.8
sky130_fd_sc_hd__xnor2_1	1	8.76
sky130_fd_sc_hd__nor2_1	8	30.0
sky130_fd_sc_hd__xor2_1	1	8.76
sky130_fd_sc_hd__buf_1	3	11.3
sky130_fd_sc_hd__mux2i_1	5	50.1
sky130_fd_sc_hd__a2111o_1	1	11.3
sky130_fd_sc_hd__o22ai_1	1	6.26
sky130_fd_sc_hd__dfrtp_1	70	1750
sky130_fd_sc_hd__o21ai_0	27	135
sky130_fd_sc_hd__a221o_1	1	10.0
sky130_fd_sc_hd__nand2b_1	2	12.5
sky130_fd_sc_hd__clkbuf_1	9	33.8
sky130_fd_sc_hd__nand2_1	21	78.8
sky130_fd_sc_hd__nor2b_1	4	25.0
sky130_fd_sc_hd__o211ai_1	2	15.0
sky130_fd_sc_hd__nand3_1	11	55.1
sky130_fd_sc_hd__and2_1	7	43.8
sky130_fd_sc_hd__edfxtp_1	32	961
sky130_fd_sc_hd__and3b_1	1	8.76
sky130_fd_sc_hd__a21boi_0	1	7.51
sky130_fd_sc_hd__clkbuf_2	1	5.00
sky130_fd_sc_hd__a211o_1	1	8.76
sky130_fd_sc_hd__a22oi_1	6	45.0
sky130_fd_sc_hd__a31o_2	1	8.76
sky130_fd_sc_hd__or3_4	1	11.3
sky130_fd_sc_hd__o31ai_1	2	15.0
-- power groups by stage --
stage | Combinational (mW) | Sequential (mW) | Clock, mW
6_report | 0.0464 | 0.957 | 0.593
5_1_grt | 0.0512 | 0.958 | 0.657
4_1_cts | 0.0476 | 0.957 | 0.613
-- worst register-to-register path, stage by stage (launching register included) --
cell,delay [ns]
sky130_fd_sc_hd__dfrtp_1,0.43
sky130_fd_sc_hd__inv_1,0.07
sky130_fd_sc_hd__ha_1,0.13
sky130_fd_sc_hd__or4b_1,0.58
sky130_fd_sc_hd__mux2i_1,0.35
sky130_fd_sc_hd__o211ai_1,0.41
sky130_fd_sc_hd__mux2_2,0.40
-- final timing paths --
kind	endpoint	startpoint	cells after the start
max in group asynchronous	state[0]	reset	3
min in group asynchronous	master_inst.word_cnt[4]	reset	2
max	master_inst.spi_data_reg[5]	master_inst.word_cnt[0]	6
min	received_word0[2]	received_words[0][2]	0
min reg2reg	received_word0[2]	received_words[0][2]	0
max reg2reg	master_inst.spi_data_reg[5]	master_inst.word_cnt[0]	6
-- cell type report --
| class | count | area share, % |
|---|---|---|
| Inverter | 14 | 1.07 |
| Timing Repair Buffer | 72 | 14.6 |
| Tap cell | 99 | 2.52 |
| Clock buffer | 9 | 2.52 |
| Multi-Input combinational cell | 150 | 20.7 |
| Sequential cell | 105 | 56.7 |
| Clock inverter | 7 | 1.98 |
No activity file was given, so power comes from the tool's default toggle rates.
